==> design.v <==
module SORT(
  clk,
  rst_n,
  in_valid1,
  in_valid2,
  in,
  mode,
  op,
  out_valid,
  out
);
input clk;
input rst_n;
input in_valid1;
input in_valid2;
input [4:0] in;
input mode;
input [1:0] op;
output reg out_valid;
output reg [4:0] out;
parameter get_in = 0;
parameter sorting = 1;
parameter show = 2;
reg mode_now;
reg [1:0] state, nstate;
reg [1:0] hold_op;
reg [3:0] count;
reg [3:0] queue;
reg [4:0] p1,p2,p3,p4,p5,p6,p7,p8,p9,p10;
always@(posedge clk or negedge rst_n)
begin
	if(!rst_n) state <= get_in;
	else state <= nstate;
end
always@(*)
begin
	case(state)
		get_in	: if (hold_op==2) nstate = sorting;
			  else nstate = get_in;
		sorting: if (count==9) nstate = show;
			  else nstate = sorting;
		show   : if (count==9) nstate = get_in;
			  else nstate = show;
		default: nstate = get_in;
	endcase
end
always@(posedge clk or negedge rst_n)
begin
	if (!rst_n) count <= 0;
	else if (count==9) count <= 0;
	else 
	begin
		case(state)
			get_in : count <= 0;
			default: count <= count + 1;
		endcase
	end
end
always@(posedge clk or negedge rst_n)
begin
	if (!rst_n) out <= 0;
	else if (state==show) out <= p1;
	else out <= 0;
end
always@(posedge clk or negedge rst_n)
begin
	if (!rst_n) out_valid <= 0;
	else if (state==show) out_valid <= 1;
	else out_valid <= 0;
end
always@(posedge clk or negedge rst_n)
begin
	if (!rst_n) hold_op <= 0;
	else if (state==show) hold_op <= 0;
	else if (in_valid1) hold_op <= op;
	else hold_op <= hold_op;
end
always@(posedge clk or negedge rst_n)
begin
	if (!rst_n) mode_now <= 0;
	else if (in_valid2) mode_now <= mode;
	else mode_now <= mode_now;
end
always@(posedge clk or negedge rst_n)
begin
	if (!rst_n) queue <= 0;
	else if (state==show) queue <= 0;
	else if (mode_now && in_valid1)
	begin
		case(op)
			1: queue <= queue + 1;
			0: queue <= queue - 1;
			default: queue <= queue;
		endcase
	end
	else queue <= queue;
end
always@(posedge clk or negedge rst_n)
begin
	if (!rst_n) 
	begin
		p1 <= 0;
		p2 <= 0;
		p3 <= 0;
		p4 <= 0;
		p5 <= 0;
		p6 <= 0;
		p7 <= 0;
		p8 <= 0;
		p9 <= 0;
		p10 <= 0;
	end
	else if (state==get_in)
	begin
		if (!mode_now)  
		begin
			if (in_valid1)
			begin
				case(op)
					1: begin
						p10 <= p9;
						p9 <= p8;
						p8 <= p7;
						p7 <= p6;
						p6 <= p5;
						p5 <= p4;
						p4 <= p3;
						p3 <= p2;
						p2 <= p1;
						p1 <= in;
					   end
					0: begin
						p10 <= 0;
						p9 <= p10;
						p8 <= p9;
						p7 <= p8;
						p6 <= p7;
						p5 <= p6;
						p4 <= p5;
						p3 <= p4;
						p2 <= p3;
						p1 <= p2;
					   end
					default: begin
							p1 <= p1;
							p2 <= p2;
							p3 <= p3;
							p4 <= p4;
							p5 <= p5;
							p6 <= p6;
							p7 <= p7;
							p8 <= p8;
							p9 <= p9;
							p10 <= p10;
						 end
				endcase
			end
			else
			begin
				p1 <= p1;
				p2 <= p2;
				p3 <= p3;
				p4 <= p4;
				p5 <= p5;
				p6 <= p6;
				p7 <= p7;
				p8 <= p8;
				p9 <= p9;
				p10 <= p10;
			end
		end
		else
		begin
			if (in_valid1)
			begin
				case(op)
					1: begin
						case(queue)
							0: p1 <= in;
							1: p2 <= in;
							2: p3 <= in;
							3: p4 <= in;
							4: p5 <= in;
							5: p6 <= in;
							6: p7 <= in;
							7: p8 <= in;
							8: p9 <= in;
							9: p10 <= in;
						endcase
					   end
					0: begin
						p1 <= p2;
						p2 <= p3;
						p3 <= p4;
						p4 <= p5;
						p5 <= p6;
						p6 <= p7;
						p7 <= p8;
						p8 <= p9;
						p9 <= p10;
						p10 <= 0;
					   end
					default: begin
							p1 <= p1;
							p2 <= p2;
							p3 <= p3;
							p4 <= p4;
							p5 <= p5;
							p6 <= p6;
							p7 <= p7;
							p8 <= p8;
							p9 <= p9;
							p10 <= p10;
						 end
				endcase
			end
			else
			begin
				p1 <= p1;
				p2 <= p2;
				p3 <= p3;
				p4 <= p4;
				p5 <= p5;
				p6 <= p6;
				p7 <= p7;
				p8 <= p8;
				p9 <= p9;
				p10 <= p10;
			end
		end
	end
	else if (state==sorting)
	begin
		if(!(count%2))
		begin
			if (p2 < p3)
			begin
				p2 <= p3;
				p3 <= p2;
			end
			else 
			begin
				p2 <= p2;
				p3 <= p3;
			end
			if (p4 < p5)
			begin
				p4 <= p5;
				p5 <= p4;
			end
			else
			begin
				p4 <= p4;
				p5 <= p5;
			end
			if (p6 < p7)
			begin
				p6 <= p7;
				p7 <= p6;
			end
			else 
			begin
				p6 <= p6;
				p7 <= p7;
			end
			if (p8 < p9)
			begin
				p8 <= p9;
				p9 <= p8;
			end
			else
			begin
				p8 <= p8;
				p9 <= p9;
			end
		end
		else
		begin
			if (p1 < p2)
			begin
				p1 <= p2;
				p2 <= p1;
			end
			else 
			begin
				p1 <= p1;
				p2 <= p2;
			end
			if (p3 < p4)
			begin
				p3 <= p4;
				p4 <= p3;
			end
			else 
			begin
				p3 <= p3;
				p4 <= p4;
			end
			if (p5 < p6)
			begin
				p5 <= p6;
				p6 <= p5;
			end
			else 
			begin
				p5 <= p5;
				p6 <= p6;
			end
			if (p7 < p8)
			begin
				p7 <= p8;
				p8 <= p7;
			end
			else 
			begin
				p7 <= p7;
				p8 <= p8;
			end
			if (p9 < p10)
			begin
				p9 <= p10;
				p10 <= p9;
			end
			else
			begin
				p9 <= p9;
				p10 <= p10;
			end
		end
	end
	else if (state==show)
	begin
		p1 <= p2;
		p2 <= p3;
		p3 <= p4;
		p4 <= p5;
		p5 <= p6;
		p6 <= p7;
		p7 <= p8;
		p8 <= p9;
		p9 <= p10;
		p10 <= 0;
	end
	else 
	begin
		p1 <= p1;
		p2 <= p2;
		p3 <= p3;
		p4 <= p4;
		p5 <= p5;
		p6 <= p6;
		p7 <= p7;
		p8 <= p8;
		p9 <= p9;
		p10 <= p10;
	end
end
endmodule
==> run.sh <==
#!/bin/bash
# OpenROAD 26Q1-2900-gdf79404cd8, Yosys 0.63+post, stock flow scripts
make -C /OpenROAD-flow-scripts/flow DESIGN_CONFIG=/design/flow/config.mk WORK_HOME=/design/flow/orfs finish
==> config.mk <==
export PLATFORM = sky130hd
export DESIGN_NAME = SORT
export DESIGN_NICKNAME = SORT
export VERILOG_FILES = /design/flow/design.v
export SDC_FILE = /design/flow/constraint.sdc
export NUM_CORES = 4
export LEC_CHECK = 1
export CORE_UTILIZATION = 30
==> constraint.sdc <==
current_design SORT

set clk_period 4.1
set clk_io_pct 0.2

create_clock -name clk0 -period $clk_period [get_ports {clk}]

set non_clock_inputs [all_inputs -no_clocks]
set_input_delay [expr $clk_period * $clk_io_pct] -clock clk0 $non_clock_inputs
set_output_delay [expr $clk_period * $clk_io_pct] -clock clk0 [all_outputs]
==> deck_impl_summary.md <==
Key Metrics from the Run

Global route
  • Global-route wire length before repair: 22.2 mm
  • Largest net degree at the start of global routing: around 49
  • Vias in the first global route: between 4000 and 5000
  • Grt ovf: 0
  • GRT Util Overall: 0.163
  • Initial antenna violation count: 0

Layout
  • Layout cells sized above 1: 0.130
  • Top cell excl fill/tap: dfrtp_1
  • Comb gate area: 0.00308 mm²
  • Core Util, Final: 0.350
  • Top cells excl fill/tap: 69 x dfrtp_1, 60 x a21oi_1, 44 x inv_1
  • Design area: slightly below 0.006 mm²
  • Area Overhead vs Synth: 13.7%
  • # fillers: approximately 1600
  • Final Non-Filler Cells: 772
  • Sequential Area: 0.00175 mm²

Logic synthesis
  • Mean Syn Cell Area: ~9.5 µm²
  • Synthesized area: 0.00510 mm²
  • Distinct lib cells: 59
  • # Cells Yosys: 539
  • Post-synth top flop: dfrtp_1
  • Ys async rst share: 1.00
  • Number of synthesized register bits: 70
  • Syn Inst Count: ~540
  • Chip Area, Yosys: 0.00510 mm²
  • Post-synth EDFFs: 0
  • Synth warn: 1
  • Sequential fraction of the synthesis area: 0.343

STA
  • Max-slew violation count: 0
  • Tcrit/Tclk final: 0.665
  • Final setup fails: 0
  • Setup TNS: 0 ns
  • Final worst slack: 1.37 ns
  • Post-Route Skew: between 0.01 and 0.015 ns
  • Worst slew pin tran: 0.842 ns
  • Final hold vios: 0
  • Crit path time final: 2.73 ns
  • F_max: 367 MHz
  • RSZ-0062 raised after global routing: no
  • Final Hold Slack: 0.537 ns
  • Max-Slew Margin vs Limit: 0.439

Floorplan
  • Die H: 132 µm
  • I/O pin count: 18
  • Die width: 132 µm
  • Cell Rows: 47
  • Core region area: 0.0166 mm²
  • Pre-Place Util: 0.308
  • Die area: 0.0175 mm²

CTS
  • Clk pin slew, worst setup/hold paths: roughly 0.050 ns
  • Hold_buf cts: 0
  • Post-CTS Setup Bufs: 0
  • Root buffer cell: clkbuf_16
  • Clock Sinks: 70
  • TritonCTS Buffers: 9
  • Clock tree buffer depth: 2
  • Post-cts resize count: 0
  • H-tree depth: 3
  • CTS tree: done
  • Latency at later pin: approximately 0.35 ns

Placed design
  • RD Place Congestion: 0.931
  • Place WS: between 1 and 1.5 ns
  • Post-DP Area: 0.00549 mm²
  • IO buf count: 17
  • Dpl hpwl: 9.54 mm
  • Placed cells: 756

Power
  • P_leak: 2.66 nW
  • Power per Cell Area: 306 mW/mm²
  • Maximum VDD drop: 0.196 mV
  • Total power: between 1.5 and 2 mW

Route
  • DR iter-0 viols: 329
  • N_diodes: 0
  • Drt drc: 0
  • WL/cell: 17.6 µm
  • Via count: 4205
  • Number of iterations in the first detailed-routing pass: 5
  • WL final: between 10 and 15 mm
  • Via density: 5.45
  • Antenna-violating nets left: 0

Flow run
  • Tool warnings: 29
  • # Max-Cap Violations: 0

Setup path
  • Crit path from: count[0]
  • Critical path arrival: around 3.0 ns
  • Worst reg2reg path depth: 6
  • Worst Path Max Fanout: 18
  • CP endpoint kind: flip-flop
  • Critical Path RT: 4.35 ns
  • WS Path Type: reg -> reg
  • Startpoint types: flip-flop
  • R2R Path Start: count[0]

Run status
  • Status: completed

Worst hold path
  • Hold Crit Depth: 2
  • Hold WC Path Type: reg -> reg
  • Min-delay src: hold_op[1]
[path summary, 6_finish.rpt]
path,end,slack [ns]
worst max-delay path,p10[2],1.37
worst min-delay path,hold_op[1],0.54
worst max register to register,p10[2],1.37
worst min register to register,hold_op[1],0.54
max in group asynchronous,state[0],2.53
min in group asynchronous,queue[3],0.58
[routing by layer]
metal	GRT usage	part of all wire	vias to the layer above
met2	0.227	0.42	155
met3	0.0355	0.068	25
met1	0.258	0.48	2036
met4	0.0479	0.034	0
met5	0	0	-
li1	-	-	1989
[cells by family (layout without fill, tap and decap cells)]
group                    Yosys count  after routing  synth area share
adder cells (fa/ha/maj)           42             42             0.103
AND/OR/NAND/NOR                  141            141             0.151
AND-OR/OR-AND                    150            150             0.208
multiplexers                      59             59             0.130
buffers and inverters             71             84            0.0547
XOR/XNOR                           6              6            0.0103
flip-flops                        70             70             0.343
[cell usage after synthesis (9+ instances only)]
cell type | count | area (µm²)
a211oi_1 | 10 | 75.1
a21oi_1 | 60 | 300
a221oi_1 | 16 | 140
a32oi_1 | 9 | 78.8
clkbuf_1 | 16 | 60.1
dfrtp_1 | 69 | 1730
ha_1 | 42 | 526
inv_1 | 44 | 165
mux2_2 | 16 | 180
mux2_4 | 10 | 150
mux2i_1 | 32 | 320
nand2_1 | 29 | 109
nand3_1 | 10 | 50.1
nor2_1 | 37 | 139
nor2b_1 | 9 | 56.3
nor3_1 | 15 | 75.1
nor3b_1 | 12 | 90.1
o21ai_0 | 16 | 80.1
[final cells by class]
cell class / instances / area share
Sequential cell: 70 / 0.302
Multi-Input combinational cell: 398 / 0.531
Inverter: 45 / 0.0291
Tap cell: 220 / 0.0474
Timing Repair Buffer: 23 / 0.0362
Clock inverter: 4 / 0.0121
Clock buffer: 12 / 0.0425
[critical path, cell delays in order (launching register included)]
cell	delay, ns
dfrtp_1	0.74
nand2_1	0.63
o21ai_0	0.22
o21ai_0	0.14
nor2_1	0.20
o31a_1	0.43
mux2i_1	0.27
[where the power goes]
group / internal, mW / leakage [nW] / switching (mW)
logic: 0.0691 / 1.70 / 0.113
registers: 0.714 / 0.804 / 0.0332
clock network: 0.547 / 0.157 / 0.301
total: 1.33 / 2.66 / 0.447
No activity file was given, so power comes from the tool's default toggle rates.
