`/design/flow/design.v`:
```
module CONVCOR(	
	clk, 
	rst_n, 
	in_valid, 
	in_a,
	in_b,
	in_mode,	
	out_valid, 
	out
);
input              clk;
input              rst_n;
input              in_valid;
input 	[15:0]     in_a;
input 	[15:0]     in_b;
input 	           in_mode;
output  reg        out_valid;
output  reg [35:0] out;
reg signed [7:0] a_real, a_img, b_real, b_img;
reg signed [7:0] a0_real, a0_img, a1_real, a1_img, a2_real, a2_img, a3_real, a3_img, a4_real, a4_img;
reg signed [7:0] b0_real, b0_img, b1_real, b1_img, b2_real, b2_img;
reg signed [17:0] out_real, out_img;
reg mode, mode_chk;
reg a_chk, b_chk, a0_chk, a1_chk, a2_chk, a3_chk, a4_chk, b0_chk, b1_chk, b2_chk;
reg cal_valid, clear;
reg signed [35:0] out_tmp;
always @( posedge clk ) 
begin
	if (!rst_n) 
	begin
		out <= 0;
		out_valid <= 0;
		out_tmp <= 0;
		cal_valid <= 0;
		clear <= 0;
		mode <= 0;
		mode_chk <= 0;
		{a_real,a_img} <= 0;
		{b_real,b_img} <= 0;
		{out_real,out_img} <= 0;
		{a0_real,a0_img} <= 0;
		{a1_real,a1_img} <= 0;
		{a2_real,a2_img} <= 0;
		{a3_real,a3_img} <= 0;
		{a4_real,a4_img} <= 0;
		{b0_real,b0_img} <= 0;
		{b1_real,b1_img} <= 0;
		{b2_real,b2_img} <= 0;
		a_chk <= 0;
		b_chk <= 0;
		a0_chk <= 0;
		a1_chk <= 0;
		a2_chk <= 0;
		a3_chk <= 0;
		a4_chk <= 0;
		b0_chk <= 0;
		b1_chk <= 0;
		b2_chk <= 0;
	end
	else if (in_valid) 
	begin
		{a_real,a_img,a_chk} <= {in_a,1'b1};
		{b_real,b_img,b_chk} <= {in_b,1'b1};
	end
	else if (!cal_valid)
	begin
		out_valid <= 0;
		out <= 0;
	end
	else if (cal_valid)
	begin
		out <= {out_real,out_img};
		out_valid <= 1;
	end
	if (mode==1 && mode_chk==1)
	begin
		out_real <= out_real + ((a_real*b_real)-(a_img*-b_img));
		out_img <= out_img + ((a_real*-b_img)+(a_img*b_real));
		if (!in_valid)
		begin
			cal_valid <= 1;
			clear <= 1;
		end
	end
	else if (mode==0 && mode_chk==1)
	begin
		if (!(b2_chk))
		begin
			{a0_real,a0_img,a0_chk} <= {a_real,a_img,a_chk};
			{a1_real,a1_img,a1_chk} <= {a0_real,a0_img,a0_chk};
			{a2_real,a2_img,a2_chk} <= {a1_real,a1_img,a1_chk};
			{b0_real,b0_img,b0_chk} <= {b_real,b_img,b_chk};
			{b1_real,b1_img,b1_chk} <= {b0_real,b0_img,b0_chk};
			{b2_real,b2_img,b2_chk} <= {b1_real,b1_img,b1_chk};
		end
		else if (b2_chk)
		begin
			out_real <= ( ((a2_real*b2_real)-(a2_img*b2_img))+((a3_real*b1_real)-(a3_img*b1_img))+((a4_real*b0_real)-(a4_img*b0_img)) );
			out_img <= ( ((a2_img*b2_real)+(a2_real*b2_img))+((a3_img*b1_real)+(a3_real*b1_img))+((a4_img*b0_real)+(a4_real*b0_img)) );
			{a0_real,a0_img,a0_chk} <= 0;
			{a1_real,a1_img,a1_chk} <= {a0_real,a0_img,a0_chk};
			{a2_real,a2_img,a2_chk} <= {a1_real,a1_img,a1_chk};
			{a3_real,a3_img,a3_chk} <= {a2_real,a2_img,a2_chk};
			{a4_real,a4_img,a4_chk} <= {a3_real,a3_img,a3_chk};
			if (a2_chk||a3_chk||a4_chk) 
			begin
				cal_valid <= 1;
			end
			else 
			begin
				cal_valid <= 0;
				clear <= 1;
			end
		end 
	end
	if (in_mode) 
	begin
		mode <= 1;
		mode_chk <= 1;
	end
	else if (!in_mode)
	begin
		mode <= 0;
		mode_chk <= 1;
	end
	if (clear)
	begin
		cal_valid <= 0;
		mode <= 0;
		mode_chk <= 0;
		{a_real,a_img,a_chk} <= 0;
		{b_real,b_img,b_chk} <= 0;
		{a0_real,a0_img,a0_chk} <= 0;
		{a1_real,a1_img,a1_chk} <= 0;
		{a2_real,a2_img,a2_chk} <= 0;
		{a3_real,a3_img,a3_chk} <= 0;
		{a4_real,a4_img,a4_chk} <= 0;
		{b0_real,b0_img,b0_chk} <= 0;
		{b1_real,b1_img,b1_chk} <= 0;
		{b2_real,b2_img,b2_chk} <= 0;
		{out_real,out_img} <= 0;
		clear <= 0;
	end
end
endmodule
```
`/design/flow/run.sh`:
```
#!/bin/bash
# OpenROAD 26Q1-2900-gdf79404cd8, Yosys 0.63+post, stock flow scripts
make -C /OpenROAD-flow-scripts/flow DESIGN_CONFIG=/design/flow/config.mk WORK_HOME=/design/flow/orfs finish
```
`/design/flow/config.mk`:
```
export PLATFORM = sky130hd
export DESIGN_NAME = CONVCOR
export DESIGN_NICKNAME = CONVCOR
export VERILOG_FILES = /design/flow/design.v
export SDC_FILE = /design/flow/constraint.sdc
export NUM_CORES = 4
export LEC_CHECK = 1
export CORE_UTILIZATION = 30
```
`/design/flow/constraint.sdc`:
```
current_design CONVCOR

set clk_period 9.3
set clk_io_pct 0.2

create_clock -name clk0 -period $clk_period [get_ports {clk}]

set non_clock_inputs [all_inputs -no_clocks]
set_input_delay [expr $clk_period * $clk_io_pct] -clock clk0 $non_clock_inputs
set_output_delay [expr $clk_period * $clk_io_pct] -clock clk0 [all_outputs]
```
==> deck_impl_summary.md <==
Run Summary

Cells and area
  – Top flop regs: out (36), out_img (18), out_real (18)
  – Synth-to-layout area growth: 9.45%
  – Final core occ: 33.1%
  – Top cells excl fill/tap: inv_1 (1,432), fa_1 (1,337), and2_1 (566), nand2_1 (520), ha_1 (424)
  – Fillers: 18,700
  – Number of flip-flops in the largest register: 36
  – Most flops, register: out
  – Layout cells sized above 1: 4.17%
  – Final non-filler cell total: 8,313
  – Most frequent logic cell in the layout: inv_1

Worst setup path
  – R2r setup slk: 0.95 ns
  – Worst Setup Start Kind: flop
  – Family with the most delay on the worst path: adder cells
  – CP most frequent cell: fa_1
  – R2R cell count: 23
  – Buffers & Inverters on Critical Path: 4
  – Crit path required time: 9.80 ns
  – Crit path max fanout: 17
  – Crit path depth: 23
  – CP max stage delay: 0.91 ns
  – Crit path kind: flop to flop
  – Slowest cell on the critical path: dfxtp_1
  – CP Capture Type: flop
  – Critical path, cell by cell: and2_1 -> fa_1 -> inv_1 -> fa_1 -> fa_1 -> inv_1 -> fa_1 -> fa_1 -> fa_1 -> fa_1 -> fa_1 -> inv_1 -> fa_1 -> inv_1 -> ha_1 -> a21oi_1 -> a211oi_1 -> a21boi_1 -> nor3_1 -> a2111oi_2 -> xnor2_1 -> a221oi_1 -> a211oi_1
  – Worst path arrival time: 8.85 ns

Pwr
  – P_leak: 29.4 nW
  – Logic pwr share: 71.1%
  – Switching pwr: 5.30 mW
  – Switching part of the total: 51.0%
  – Clock power share: 14.5%
  – Seq pwr share: 14.3%
  – Total Power: 10.4 mW
  – Power per cell area: 171 mW/mm^2
  – Worst vdd ir: 0.364 mV
  – Internal power: 5.09 mW

STA
  – Worst slew margin: 29.2%
  – F_max: 0.120 GHz
  – Final setup fails: 0
  – Max Clock Skew: 0.0459 ns
  – Period utilization: 89.8%
  – Setup TNS: 0 ns
  – Post-layout min period: 8.35 ns
  – Final hold violation count: 0
  – Final Max-Slew Violation Tally: 0
  – RSZ-0062 raised after global routing: false
  – Worst-margin pin slew: 1.06 ns

Logic synthesis
  – Synthesis area per yosys: 0.0556 mm^2
  – Sequential-to-total area share from yosys stat: 8.86%
  – Mapped cell area: 0.0556 mm^2
  – Post-synth EDFFs: 0
  – FF+latch count, synth: 246
  – Syn Area/Cell: 9.54 um^2
  – Number of cells in Yosys stat: 5,827
  – Synth cell types: 58
  – Synthesized instance count: 5,827
  – Async SR Flop Fraction: 0%
  – Ys flop type: dfxtp_1
  – Yosys warns: 1

CTS
  – CTS tree: done
  – CTS sink cnt: 246
  – Latency at later pin: 0.60 ns
  – Post-CTS Resized: 0
  – # hold bufs at CTS: 0
  – Maximum root-to-sink buffer count: 3
  – Clk root buf: clkbuf_16
  – CTS buffer count: 35
  – CTS clock-pin slew for the worst setup and hold paths: 0.06 ns
  – H-tree depth: 2
  – Post-CTS Setup Inserts: 0

Route
  – Routed wl met3: 19,000 um
  – Max Used Layer: met5
  – DRT iter0 DRCs: 1,950
  – WL per Instance: 20.3 um
  – Met2 WL: 77,600 um
  – Drc violations: 0
  – DR vias: 38,200
  – Metal-1 WL: 65,500 um
  – Final wirelength: 169,000 um
  – Vias/cell: 4.60
  – Antenna Nets Post-Route: 0
  – DRT Pass-1 Iters: 8

Global routing
  – Global route overflow: 0
  – First-pass GRT wire length: 263,000 um
  – Vias in the first global route: 42,200
  – Initial antenna violation count: 4
  – Global Route Usage Sum: 19.9%
  – Largest net degree at the start of global routing: 98

Floorplan
  – Fp_density: 30.3%
  – Die height: 432 um
  – Total core area: 0.183 mm^2
  – Chip area: 0.187 mm^2
  – # rows: 157
  – Die X: 432 um
  – Top-Level Pins: 73

Placed design
  – Post-DP HPWL: 136,000 um
  – Inst Count DP: 8,249
  – GP Congestion: 0.989
  – # port buffers: 72

Status
  – Outcome: complete, no violations

Run
  – Max-cap violations: 0
  – Tool warnings: 31

Worst hold path
  – WHS Path Cells: 2
  – HP Class: flop to flop
-- worst min-delay path, stage by stage, from the launching register on --
cell	delay [ns]
dfxtp_1	0.32
nand2_1	0.05
a21oi_1	0.05
-- layer usage --
layer,GRT usage [%],up-vias
met5,0.208,-
met4,5.66,6
met2,30.2,1693
met3,8.77,258
li1,-,17100
met1,26.4,19200
-- path summary, 6_finish.rpt --
path | start | endpoint
worst min register to register | a3_chk$_SDFF_PP0_ | a4_chk$_SDFF_PP0_
worst min-delay path | a3_chk$_SDFF_PP0_ | a4_chk$_SDFF_PP0_
worst max register to register | b2_img[1]$_SDFF_PP0_ | out_img[17]$_SDFF_PP0_
worst max-delay path | b2_img[1]$_SDFF_PP0_ | out_img[17]$_SDFF_PP0_
-- cells by family (layout without fill, tap and decap cells) --
| kind of cell | after synthesis | after routing | share of synthesized area (%) |
|---|---|---|---|
| fa+ha+maj | 1761 | 1761 | 57.7 |
| buf+inv | 1704 | 1724 | 11.5 |
| simple gates | 1556 | 1556 | 14.3 |
| compound gates | 369 | 369 | 4.42 |
| flops | 246 | 246 | 8.86 |
| xor+xnor | 154 | 154 | 2.47 |
| mux | 37 | 37 | 0.669 |
| other cells | 0 | 2 | 0 |
-- through the flow --
| step | worst slack [ns] | hold WS, ns | area [um^2] |
|---|---|---|---|
| after global placement | 1.06 | 0.442 | 59600 |
| final | 0.949 | 0.466 | 60800 |
| after global routing | 0.594 | 0.475 | 60800 |
| after CTS | 0.947 | 0.464 | 60800 |
| after floorplan | 1.84 | 0.433 | 55600 |
| after detailed placement | 0.988 | 0.452 | 59600 |
-- area by class of cell --
cell class              instances  area, um^2  area share [%]
diodes                          2        5.00         0.00823
repair buffers                230        1910            3.15
inverters                    1432        5380            8.84
multi-input cells            3877       44300            72.8
clock buffers                  42         962            1.58
clock inverters                20         284           0.467
well taps                    2464        3080            5.07
flip-flops and latches        246        4930            8.10
-- power by group through the flow --
| stage | Combinational, mW | Clock [mW] | Sequential [mW] |
|---|---|---|---|
| 4_1_cts | 7.42 | 1.54 | 1.49 |
| 5_1_grt | 8.26 | 1.57 | 1.50 |
| 6_report | 7.39 | 1.51 | 1.49 |
-- cells in the mapped netlist (all sizes together) (21+ instances only) --
master     n  area, um^2
inv     1432        5380
fa      1337       26800
and2     568        3550
nand2    521        1960
ha       424        5310
clkbuf   259         972
dfxtp    246        4920
a21oi    142         711
nor2     132         495
xnor2    123        1080
nor2b    109         682
nand3    107         536
nand2b    73         457
a22oi     45         338
a22o      37         324
mux2i     36         360
o21ai     34         174
xor2      30         263
a211oi    26         195
nor3      21         105
No activity file was given, so power comes from the tool's default toggle rates.
